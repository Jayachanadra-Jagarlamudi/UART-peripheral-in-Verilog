<file path="flow/run.sh">
#!/bin/bash
# OpenROAD 26Q1-2900-gdf79404cd8, Yosys 0.63+post, stock flow scripts
make -C /OpenROAD-flow-scripts/flow DESIGN_CONFIG=/design/flow/config.mk WORK_HOME=/design/flow/orfs finish
</file>
<file path="flow/config.mk">
export PLATFORM = sky130hd
export DESIGN_NAME = FIFO_autoreader_with_ecc
export DESIGN_NICKNAME = FIFO_autoreader_with_ecc
export VERILOG_FILES = /design/flow/design.v
export SDC_FILE = /design/flow/constraint.sdc
export NUM_CORES = 4
export LEC_CHECK = 1
export CORE_UTILIZATION = 40
</file>
<file path="flow/constraint.sdc">
current_design FIFO_autoreader_with_ecc

set clk_period 5.0
set clk_io_pct 0.2

create_clock -name clk0 -period $clk_period [get_ports {clk}]

set non_clock_inputs [all_inputs -no_clocks]
set_input_delay [expr $clk_period * $clk_io_pct] -clock clk0 $non_clock_inputs
set_output_delay [expr $clk_period * $clk_io_pct] -clock clk0 [all_outputs]
</file>
<file path="flow/design.v">
module FIFO_autoreader_with_ecc(
	input clk, rst, load_begin, fifo_read,
	input [15:0] start_addr,
	input [3:0] addr_inc,
	input [6:0] data_struct,  
	input [63:0] data_in,
	output mem_read_req,
	output reg [15:0] read_addr,
	output reg [15:0] data_out,
	output fifo_full, fifo_empty
);
	reg [11:0] FIFO [0:31] ;
	reg [5:0] wptr, rptr, ptr_jump;
	reg [2:0] byte_counter ;
	reg [3:0] word_counter; 
	reg [1:0] fifo_state;
	reg [63:0] read_data ;
	always@(posedge clk) begin
		read_data <= data_in ;
		ptr_jump <= (5'b1 << data_struct[1:0]) - 1'b1 ;
		if(rst) begin
			wptr <= 6'b0 ;
			rptr <= 6'b0 ;
			word_counter <= 4'b0 ;
			read_addr <= 16'b0 ;
			data_out <= 12'b0 ;
			fifo_state <= 2'b0 ;
		end
		else begin
			case(fifo_state)  
				2'b00 : begin  
					fifo_state <= load_begin ? 2'b01 : 2'b00 ;
					word_counter <= 4'b0 ;
					read_addr <= start_addr ;
				end
				2'b01 : begin  
					byte_counter <= 3'b0 ;
					read_addr <= read_addr + addr_inc ;
					word_counter <= word_counter + {3'b0,~fifo_full} ;
					fifo_state <= fifo_full ? 2'b10 : 2'b11 ;
				end
				2'b10 : begin  
					fifo_state <= fifo_full ? 2'b10 : 2'b11 ;
				end
				2'b11 : begin  
					wptr <= wptr + 1'b1 ;
					byte_counter <= byte_counter + 1'b1 ;
					fifo_state <= (byte_counter==ptr_jump[3:0]) ? ( (word_counter==data_struct[6:2]) ? 2'b00 : 2'b01) : 2'b11 ;
					FIFO[wptr] <= {^(read_data[7:0] & 8'hDA), ^(read_data[7:0] & 8'hB6), read_data[7], ^(read_data[7:0] & 8'h71), read_data[6:4], ^(read_data[7:0] & 8'h0f), read_data[3:0]} ;
				end
			endcase
			rptr <= rptr + ~fifo_empty & fifo_read ;
			data_out <= {3'b0, FIFO[rptr]} ;
		end
	end
	assign fifo_full = ( {~rptr[5],rptr[4:0]} <= (wptr+ptr_jump) ) ;
    assign fifo_empty = ( wptr == rptr ) ;
	assign mem_read_req = (fifo_state == 2'b01) & ~fifo_full ;
endmodule
</file>
==> flow_metrics.py <==
# Synthesis and PnR figures
metrics = {
    "cells_and_area": {
        "final_cell_area_um2": 4780,
        "synthToLayoutAreaGrowth_pct": 26.4,
        "fill_cells": 811,
        "drive_gt1_frac": 0.0692,
    },
    "power_and_ir_drop": {
        "ir_drop_uv": 165,
        "cellPowerDensity_nw_per_um2": 310,
        "power.total_mw": 1.48,
        "cellLeakagePower_nw": 1.73,
    },
    "global_route": {
        "first_global_vias": 2438,
        "grt_max_degree": 46,
        "grt_pass1_wl_mm": 11.7,
        "grt_usage": 0.155,
        "overflow": 0,
        "antenna_found_initial": 0,
    },
    "yosys": {
        "top_cells_by_area": "dfxtp_1 30%, edfxtp_1 21%, ha_1 5.3%, xor2_1 4.4%, mux2i_1 4.2%",
        "top_cell": "dfxtp_1",
        "ys_cells": 345,
        "simple_gate_share": 0.147,
        "synth-xor-area-share": 0.0856,
        "postSynthCellCount": 345,
        "mux_area_frac": 0.0423,
        "common_cells": "56 x dfxtp_1, 33 x nor2_1, 27 x edfxtp_1",
        "synth_cell_types": 53,
        "top_area_frac": 0.296,
        "synth_area_per_cell_um2": 11.0,
        "synthArstFlopShare": 0,
        "synthFlopType": "dfxtp_1",
        "post-synth-top-area-cell": "dfxtp_1",
        "synth_chip_area_um2": 3780,
        "fa_ha_area_frac": 0.0635,
        "edf_count": 27,
        "compound_area_frac": 0.112,
        "syn_area_um2": 3780,
        "synth.logic.top_family": "simple AND/OR/NAND/NOR gates",
        "yosys.stat.seqShare": 0.510,
        "synth-seq-cells": 83,
        "synth_warnings": 1,
    },
    "floorplan": {
        "die_y_um": 99.3,
        "rows": 35,
        "fp-utilization": 0.412,
        "die_x_um": 99.3,
        "core-area_um2": 9200,
        "ioPinCount": 130,
        "die_area_um2": 9860,
    },
    "drt": {
        "wirelength_mm": 7.07,
        "ant_nets": 0,
        "vias_per_cell": 4.93,
        "via_count": 2615,
        "remaining_drc_errors": 0,
        "firstDrtPassIters": 4,
        "avgRoutedWirePerCell_um": 13.3,
        "drtIter0Drc": 82,
        "antennaDiodeCount": 0,
    },
    "run": {
        "drv_cap": 0,
        "warnings": 83,
    },
    "final_timing": {
        "final.min_clock_period_ps": 3870,
        "tns_ps": 0,
        "rsz0062_at_grt": "no",
        "setup_viol": 0,
        "fin_crit_sh": 0.775,
        "fmax_mhz": 258,
        "hold_violations": 0,
        "fin_skew_ps": 8.53,
        "tightest_slew_ps": 587,
        "drv_slew": 0,
        "relSlewSlack": 0.609,
    },
    "worst_setup_path": {
        "path_max_fanout": 7,
        "reg2reg_from": "wptr[0]",
        "startpoint_type": "flop",
        "crit_type": "reg -> out",
        "cp-end-kind": "output pin",
        "required_ps": 4000,
        "crit_start": "wptr[0]",
        "worstPathArrival_ps": 2870,
    },
    "clock_tree": {
        "clk_pin_slew_ps": 90,
        "cts_tree": "done",
        "cts_hold_buffers": 0,
        "cts_resized": 0,
        "cts_buffers": 9,
        "clk-insertion-delay-late_ps": 350,
        "cts_root_buffer": "clkbuf_8",
        "post_cts_buffers": 0,
        "clock_sink_count": 83,
        "cts_buffer_depth": 2,
        "cts_max_level": 3,
    },
    "place": {
        "dp_hpwl_mm": 4.82,
        "dpl_cell_area_um2": 4560,
        "gp_congestion": 0.791,
        "port_buffers": 69,
    },
    "hold_path": {
        "hold_class": "reg -> reg",
        "worstHoldStart": "read_data[6]",
    },
    "status": {
        "status": "complete, no violations",
    },
}
==> stage by stage <==
stage | worst slack (ps) | cells | utilization | hold WS, ps
2_1_floorplan | 2200 | 349 | - | 445
3_3_place_gp | 1510 | 514 | 0.496 | 457
3_5_place_dp | 1490 | 514 | 0.496 | 460
4_1_cts | 1070 | 530 | 0.520 | 483
5_1_grt | 870 | 530 | 0.520 | 508
6_report | 1130 | 530 | 0.520 | 482
==> cells in the final DEF (no fill, tap or decap), drive strengths merged, types with 4 or more instances in the layout <==
| cell | Yosys | layout |
|---|---|---|
| a211oi | 18 | 18 |
| a21oi | 14 | 14 |
| and2 | 6 | 6 |
| buf | 12 | 4 |
| clkbuf | 7 | 11 |
| clkdlybuf4s50 | 0 | 69 |
| conb | 1 | 5 |
| dfxtp | 56 | 56 |
| edfxtp | 27 | 27 |
| ha | 16 | 16 |
| inv | 13 | 16 |
| mux2i | 16 | 16 |
| nand2 | 10 | 10 |
| nand2b | 4 | 4 |
| nand3 | 9 | 9 |
| nand4 | 7 | 7 |
| nor2 | 33 | 33 |
| nor2b | 14 | 14 |
| nor3b | 6 | 6 |
| o21ai | 6 | 6 |
| xnor2 | 18 | 18 |
| xor2 | 19 | 19 |
==> sequential cells by signal, summed over array words and instances (netlist names) <==
register,count
wptr,6
ptr_jump,5
word_counter,4
fifo_state,4
read_addr,16
read_data,8
byte_counter,3
FIFO,24
data_out,12
rptr,1
==> cell type report <==
class / count / area (um2) / area share
tap: 111 / 139 / 0.0290
timing repair buffer: 73 / 721 / 0.151
clock buffer: 11 / 174 / 0.0364
sequential: 83 / 1930 / 0.404
clock inverter: 5 / 47.5 / 0.00994
multi-input combinational: 234 / 1720 / 0.360
inverter: 13 / 48.8 / 0.0102
==> per-layer routing <==
metal | vias to the layer above | wire length (um) | track usage
met5 | - | 0 | 0
met4 | 0 | 55 | 0.0170
met3 | 5 | 347 | 0.0365
met2 | 56 | 3170 | 0.240
met1 | 1208 | 3500 | 0.241
li1 | 1346 | - | -
==> critical path: stages (launching register included) <==
cell	delay, ps
dfxtp_1	510
ha_1	220
inv_1	50
fa_1	430
xnor2_1	150
o311ai_1	360
a31oi_4	190
nor2b_1	140
clkdlybuf4s50_1	460
==> cells by family after synthesis <==
logic type                 Yosys count
and+or+nand+nor                    101
DFF                                 83
AOI/OAI and AO/OA                   57
xor gates and xnor gates            37
buffers and inverters               32
adders and majority gates           18
muxes                               16
other                                1
==> power by group <==
| part | internal (mW) | switching (mW) |
|---|---|---|
| clock network | 0.251 | 0.264 |
| registers | 0.732 | 0.0281 |
| logic | 0.122 | 0.0886 |
| total | 1.10 | 0.380 |
==> path summary, 6_finish.rpt <==
path / endpoint / slack, ps / depth (start not counted)
max: mem_read_req / 1130 / 8
min: FIFO[0][7] / 480 / 0
max reg2reg: word_counter[2] / 2100 / 14
min reg2reg: FIFO[0][7] / 480 / 0
Power and IR drop assume default switching activity.
