--- flow/design.v ---
module tx_transmitter(
    input clk, rst, tx_send, rx_ready,
    input [7:0] packet_struct,
    input [15:0] tx_data,
    output tx_ready, tx_done,
    output reg serial_out
);
    parameter IDLE=0, START=1, DATA=2, PARITY=3, STOP=4 ;
    reg [3:0] bit_counter;
    reg [2:0] word_counter;
    reg [2:0] state;
    assign tx_ready = (state==IDLE) ;
    assign tx_done = (state==STOP) ;
    always@(posedge clk) begin
        if (rst) begin
            state <= IDLE;
            bit_counter <= 4'b0 ;
            word_counter <= 3'b0 ;
        end
        else begin
            case(state)
                IDLE: begin
                    state <= tx_send ? START : IDLE ;
                    bit_counter <= 4'b0 ;
                    word_counter <= 3'b0 ;
                end
                START : begin
                    state <= rx_ready ? DATA : START ;
                end
                DATA : begin
                    state <= (bit_counter==packet_struct[3:0]) ? PARITY : DATA ;
                    bit_counter <= bit_counter + 1'b1 ;
                end
                PARITY : begin
                    state <= STOP ;
                end
                STOP : begin
                    state <= (word_counter == packet_struct[7:5]) ? IDLE : (rx_ready ? DATA : STOP) ;
                    bit_counter <= 4'b0 ;
                    word_counter <= word_counter + rx_ready ;
                end
            endcase
        end
    end
    always@(*) begin
        case(state)
            IDLE : serial_out = 1'b1 ;
            START : serial_out = 1'b0 ;
            DATA : serial_out = tx_data[bit_counter] ;
            PARITY : serial_out = ^tx_data ;
            STOP : serial_out = 1'b1 ;
        endcase
    end
endmodule
--- flow/run.sh ---
#!/bin/bash
# OpenROAD 26Q1-2900-gdf79404cd8, Yosys 0.63+post, stock flow scripts
make -C /OpenROAD-flow-scripts/flow DESIGN_CONFIG=/design/flow/config.mk WORK_HOME=/design/flow/orfs finish
--- flow/config.mk ---
export PLATFORM = sky130hd
export DESIGN_NAME = tx_transmitter
export DESIGN_NICKNAME = tx_transmitter
export VERILOG_FILES = /design/flow/design.v
export SDC_FILE = /design/flow/constraint.sdc
export NUM_CORES = 4
export LEC_CHECK = 1
export CORE_AREA = 10 10 99 99
export DIE_AREA = 0 0 109 109
--- flow/constraint.sdc ---
current_design tx_transmitter

set clk_period 1.4
set clk_io_pct 0.2

create_clock -name clk0 -period $clk_period [get_ports {clk}]

set non_clock_inputs [all_inputs -no_clocks]
set_input_delay [expr $clk_period * $clk_io_pct] -clock clk0 $non_clock_inputs
set_output_delay [expr $clk_period * $clk_io_pct] -clock clk0 [all_outputs]
==> results.json <==
{
  "die_w_um": 109,
  "io_pins": 31,
  "maxUsedRoutingLayer": "met4",
  "dr_wl_met2_um": 1293,
  "clock_skew_ns": 0.0005431,
  "grt_pass1_wl_um": 3629,
  "vias_per_cell": 3.191,
  "synth_flops": 13,
  "placed_cell_area_um2": 1308,
  "ctsLongestPathBuffers": 2,
  "power_uw": 975.9,
  "nFillCells": 835,
  "dr_wl_met3_um": 98,
  "post-cts-setup-buffer-count": 0,
  "portBuffers": 29,
  "drt_iter0_drc": 11,
  "min_period_ns": 1.318,
  "die_area_um2": 11880,
  "dp_worst_setup_slack_ns": -0.1248,
  "required_ns": 1.12,
  "worst_ir_drop_vdd_v": 0.0001698,
  "cts_max_level": 1,
  "fin_ws_ns": 0.08190,
  "hold_viol": 0,
  "max_freq_ghz": 0.7587,
  "numCtsBuffers": 3,
  "cp_num_buf_inv": 1,
  "areaGrowthSynthToFinish_pct": 57.97,
  "wl_um": 2171,
  "cts_tree": "built",
  "cp_max_fo": 2,
  "drive_gt1_share_pct": 11.38,
  "ant_nets": 0,
  "dr.pass1.iters": 2,
  "cts_hold_buffers": 0,
  "insertedDiodeCount": 0,
  "ctsResizeCount": 0,
  "max_stage_delay_ns": 0.47,
  "rsz0062_at_grt": "no",
  "cp.arrival_ns": 1.04,
  "p_leak_nw": 0.4608,
  "rows": 32,
  "critical-path-top-delay-family": "buffers and inverters",
  "unclocked_regs": 1,
  "grt-ovfl-total": 0,
  "holdCritStartpoint": "state[4]$_DFF_P_",
  "clockRootBuffer": "clkbuf_8",
  "clkLatencyLatePin_ns": 0.23,
  "wl_met1_um": 748,
  "ys_area_um2": 863.3,
  "cp-startpoint": "state[0]$_DFF_P_",
  "hold_class": "flip-flop to flip-flop",
  "drc": 0,
  "ys_types": 24,
  "antenna_found_initial": 0,
  "critical_path_class": "flip-flop to output pin",
  "initial_utilization_pct": 11.17,
  "fin_tns_setup_ns": 0,
  "untimed_endpoints": 2,
  "crit_chain": "clkdlybuf4s50_1",
  "startpoint_type": "flip-flop",
  "core_area_um2": 7727,
  "place.detailed.hpwl_um": 1929,
  "fin_area_um2": 1364,
  "run_status": "complete, no violations",
  "die_height_um": 109,
  "critPathSlowestCell": "clkdlybuf4s50_1",
  "drv_slew": 0,
  "worst_setup_path_end_kind": "output pin",
  "track_usage_pct": 3.717,
  "slew_headroom_pct": 78.59,
  "via_count": 718,
  "wl_per_cell_um": 9.649,
  "syn_area_um2": 863.3,
  "max_cap_violations": 0,
  "warnings": 26,
  "synthCells": 88,
  "power_density_nw_per_um2": 715.6,
  "grt_pass1_vias": 800,
  "r2r_start": "word_counter[1]$_SDFFE_PP0N_",
  "gp_congestion": 0.8031,
  "setup_violations": 0,
  "yosys_warnings": 1,
  "postSynthAreaPerCell_um2": 9.811,
  "max_slew.worst_pin.slew_ns": 0.3208,
  "path_clk_slew_ns": 0.05,
  "min_period_over_period_pct": 94.15,
  "yosys-stat-cells": 88,
  "grt_max_degree": 9
}
cells in the final DEF, fill, tap and decap left out, types with 2 or more instances in the layout:
cell and n:
mux4_1 3, mux2i_1 2, a21oi_1 5, nor3b_1 4, buf_4 7, dfxtp_1 11, inv_1 3, ha_1 3
xor2_1 3, nand4_1 2, nand2_1 2, nor2_1 11, mux4_2 2, clkbuf_8 4, xnor2_1 22, clkdlybuf4s50_1 29
cell usage after synthesis:
cell | number | area share [%]
a21oi_1 | 5 | 2.9
a221o_1 | 1 | 1.2
a22oi_1 | 1 | 0.87
a2bb2oi_1 | 1 | 1.0
a31oi_1 | 1 | 0.73
buf_6 | 1 | 1.3
clkbuf_1 | 4 | 1.7
dfxtp_1 | 12 | 28
dlxtn_1 | 1 | 1.7
ha_1 | 3 | 4.3
inv_1 | 3 | 1.3
mux2i_1 | 2 | 2.3
mux4_1 | 3 | 9.1
mux4_2 | 2 | 5.2
nand2_1 | 2 | 0.87
nand3_1 | 1 | 0.58
nand4_1 | 2 | 1.4
nor2_1 | 11 | 4.8
nor3_1 | 1 | 0.58
nor3b_1 | 4 | 3.5
o21ai_0 | 1 | 0.58
or3_1 | 1 | 0.73
xnor2_1 | 22 | 22
xor2_1 | 3 | 3.0
where the power goes:
| group | leakage, nW | internal, mW | total, mW | switching, mW |
|---|---|---|---|---|
| Combinational | 0.326 | 0.164 | 0.251 | 0.0874 |
| Clock | 0.0288 | 0.248 | 0.366 | 0.118 |
| Sequential | 0.106 | 0.351 | 0.359 | 0.00773 |
| Total | 0.461 | 0.763 | 0.976 | 0.213 |
flip-flops by register name, indices dropped and copies added (netlist names):
register / count
word_counter: 3
bit_counter: 4
serial_out: 1
state: 5
through the flow:
step	utilization [%]	cells	hold WS (ns)
finish	17.65	225	0.5184
global route	17.65	225	0.5456
CTS	17.63	225	0.5200
detailed placement	16.92	221	0.5058
global placement	16.92	221	0.5122
floorplan	-	88	0.4445
per-layer routing:
layer / global-route usage [%] / vias to the layer above
met5: 0 / -
met4: 0.6591 / 0
met3: 0.8363 / 2
met2: 7.669 / 8
met1: 3.619 / 330
li1: - / 378
area by class of cell:
class	instances	area, um^2	area share (%)
sequential	13	256.5	18.81
clock buffer	4	55.05	4.037
tap	102	127.6	9.358
multi-input combinational	67	570.5	41.83
inverter	3	11.26	0.8257
timing repair buffer	36	342.8	25.14
worst paths after layout:
path	end	cells after the start	slack [ns]
worst max-delay path	tx_ready	1	0.08
worst min-delay path	state[1]$_DFF_P_	2	0.52
worst min register to register	state[1]$_DFF_P_	2	0.52
worst max register to register	state[2]$_DFF_P_	5	0.26
cells by family (layout without fill, tap and decap cells):
kind of cell               after synthesis  after routing  share of synthesized area [%]
latches                                  1              1                          1.739
and+or+nand+nor                         22             22                          12.46
adders and majority gates                3              3                          4.348
AOI/OAI and AO/OA                       10             10                          7.246
xor gates and xnor gates                25             25                          25.36
DFF                                     12             12                          27.83
buffers and inverters                    8             43                          4.347
muxes                                    7              7                          16.67
No activity file was given, so power comes from the tool's default toggle rates.
