<file path="design/flow/config.mk">
export PLATFORM = sky130hd
export DESIGN_NAME = rx_receiver
export DESIGN_NICKNAME = rx_receiver
export VERILOG_FILES = /design/flow/design.v
export SDC_FILE = /design/flow/constraint.sdc
export NUM_CORES = 4
export LEC_CHECK = 1
export CORE_AREA = 10 10 114 114
export DIE_AREA = 0 0 124 124
</file>
<file path="design/flow/constraint.sdc">
current_design rx_receiver

set clk_period 1.7
set clk_io_pct 0.2

create_clock -name clk0 -period $clk_period [get_ports {clk}]

set non_clock_inputs [all_inputs -no_clocks]
set_input_delay [expr $clk_period * $clk_io_pct] -clock clk0 $non_clock_inputs
set_output_delay [expr $clk_period * $clk_io_pct] -clock clk0 [all_outputs]
</file>
<file path="design/flow/design.v">
module rx_receiver(
    input clk, rst, data_ack, serial_in,
    input [7:0] packet_struct,
    output reg [15:0] rx_data,
    output reg rx_ready, data_ready, data_corrupted
);
    parameter IDLE=0, DATA=1, PARITY=2, STOP=3;
    reg [3:0] bit_counter;
    reg [2:0] word_counter;
    reg [1:0] state;
    always@(posedge clk) begin
        if (rst) begin
            state <= IDLE;
            bit_counter <= 4'b0 ;
            word_counter <= 3'b0 ;
            data_corrupted <= 1'b0 ;
            data_ready <= 1'b0 ;
            rx_ready <= 1'b1 ;
        end
        else begin
            rx_ready <= ~(state==STOP) | data_ack ;
            case(state)
                IDLE: begin
                    state <= ~serial_in ? DATA : IDLE ;
                    bit_counter <= 4'b0 ;
                    word_counter <= 3'b0 ;
                end
                DATA : begin
                    state <= (bit_counter==packet_struct[3:0]) ? PARITY : DATA ;
                    bit_counter <= bit_counter + 1'b1 ;
                end
                PARITY : begin
                    state <= STOP ;
                    data_corrupted <= serial_in ^ ^rx_data ;
                    data_ready <= 1'b1 ;
                end
                STOP : begin
                    state <= data_ack ? ((word_counter == packet_struct[7:5]) ? IDLE : DATA) : STOP ;
                    bit_counter <= 4'b0 ;
                    word_counter <= word_counter + data_ack ;
                    data_corrupted <= data_ack ? 1'b0 : data_corrupted ;
                    data_ready <= ~data_ack ;
                end
            endcase
        end
    end
    always@(*) begin
        case(state)
            IDLE : rx_data = 16'b0 ;
            DATA : rx_data[bit_counter] = serial_in  ;
        endcase
    end
endmodule
</file>
<file path="design/flow/run.sh">
#!/bin/bash
# OpenROAD 26Q1-2900-gdf79404cd8, Yosys 0.63+post, stock flow scripts
make -C /OpenROAD-flow-scripts/flow DESIGN_CONFIG=/design/flow/config.mk WORK_HOME=/design/flow/orfs finish
</file>
==> results_slide.txt <==
Physical Implementation Snapshot

Floorplan
  – Floorplan utilization: 0.123
  – Die H: 124 um
  – IO Pins: 31
  – Die X: 124 um
  – Core footprint: 0.0104 sq mm
  – Die area: 0.0154 sq mm
  – Row count: 37

Global routing
  – Largest net degree at the start of global routing: 17
  – Antenna violations before repair: 0
  – GRT overflow: 0
  – Number of global-route vias before repair: 1068
  – Total GRT Usage: 0.0398
  – First-pass GRT wire length: 5.14 mm

Clock tree
  – CTS buffer count: 3
  – Hold Buf Count CTS: 0
  – PostCTS Resize Cnt: 0
  – Clock Latency Late Sink: 0.24 ns
  – Max clock buf depth: 2
  – Clk root buf: clkbuf_8
  – H-tree Lvls: 1
  – CTS clock-pin slew for the worst setup and hold paths: 0.06 ns
  – CTS tree: yes
  – # Post-CTS Setup Buffers: 0

Place
  – Placed cell areas: 0.00174 sq mm
  – DP HPWL: 2.55 mm
  – Placed cells: 310
  – Number of buffers added on ports: 29
  – Gpl congestion: 0.842
  – Place WS: 0.120 ns

Power
  – Switch share: 0.247
  – Psw: 245 uW
  – LEAKAGE: 0.638 nW
  – Flop pwr share: 0.415
  – Gate power share: 0.261
  – Clock share of power: 0.323
  – Pint: 747 uW
  – Pwr Density: 552 mW/mm^2
  – Worst VDD drop: 0.000243 V

Detailed routing
  – Avg WL per Cell: 9.98 um
  – Diodes inserted: 0
  – Via density: 3.31
  – Antenna-violating nets left: 0
  – Vias: 1040
  – Total Wirelength: 3.13 mm
  – Initial DRC Count: 20
  – Residual DRC: 0
  – Pre-antenna DRT Iters: 4

Logic synthesis
  – Avg Cell Area, Syn: 8.62 sq um
  – Yosys cell count: 149
  – Netlist cell types: 27
  – Syn Inst Count: 149
  – Registers, synthesis: 30
  – Yosys stat area: 0.00128 sq mm
  – YS warnings: 1
  – Syn Std Cell Area: 0.00128 sq mm
  – Synth top area share: 0.218
  – Biggest area consumer among synthesized cells: dfxtp_1
  – Biggest area cells: dfxtp_1 (22%), dlxtn_1 (19%), xnor2_1 (13%), a21oi_1 (8.6%), ha_1 (5.8%)

Critical path
  – Worst-path fanout max: 2
  – CP Launch Type: flip-flop
  – Critical Setup Path Class: reg2out
  – CP Buf/Inv Count: 1
  – WP data required: 1.36 ns
  – CP max stage delay: 0.47 ns
  – Arr. time, crit path: 1.04 ns
  – Kind of end point of the critical path: output pin
  – Crit-path cells: clkdlybuf4s50_1
  – Critical path's slowest cell: clkdlybuf4s50_1
  – Largest delay contributor family on the critical path: buffers and inverters

Final timing
  – Endpoints left unconstrained: 32
  – RSZ-0062 raised after global routing: false
  – Register pins left without a clock: 16
  – Worst rel slew slack: 0.468
  – Worst Tran Pin Value: 0.786 ns
  – Setup Skew: 0.00347 ns
  – Fin Setup TNS: 0 ns
  – Final Max Tran Viols: 0
  – Fin crit share: 0.813
  – WHS: 0.469 ns
  – Tmin final: 1.38 ns
  – Final hold vios: 0
  – Max Fclk: 0.724 GHz
  – Number of setup violations in the final report: 0
  – Final WS setup: 0.318 ns

Job
  – Tool warnings: 29
  – Max cap viols: 0

Layout
  – Logic cell area: 726 sq um
  – Sequential cell area: 520 sq um
  – Post-Layout Inst Area: 0.00180 sq mm
  – Fill cell count: 1164
  – Area delta synth->final: 39.7%
  – Non-Filler Instances: 314
  – Share of cells above drive strength 1: 0.0506

Status
  – Status: complete, no violations

Worst hold path
  – Worst hold-check path type: reg2reg
final timing paths:
kind / start / end / slack [ns] / cells past startpoint
worst max-delay path: data_ready$_SDFFE_PP0P_ / data_ready / 0.32 / 1
worst max register to register: bit_counter[2]$_SDFFE_PP0P_ / state[2]$_DFF_P_ / 0.43 / 4
worst min-delay path: state[1]$_DFF_P_ / state[3]$_DFF_P_ / 0.47 / 2
worst min register to register: state[1]$_DFF_P_ / state[3]$_DFF_P_ / 0.47 / 2
power groups by stage:
stage                 sequential, mW  clock (mW)  combinational (mW)
after CTS                      0.413       0.331               0.268
after global routing           0.418       0.342               0.286
final                          0.412       0.321               0.259
per-stage QoR:
step	power [mW]	util
after detailed placement	0.686	0.167
after CTS	1.01	0.172
final	0.991	0.172
after global placement	0.685	0.167
after global routing	1.05	0.172
after floorplan	0.573	-
cell type report:
cell class / instances / area share
Clock buffer: 4 / 0.0307
Inverter: 3 / 0.00627
Multi-Input combinational cell: 109 / 0.404
Sequential cell: 30 / 0.290
Tap cell: 136 / 0.0948
Timing Repair Buffer: 32 / 0.174
cells by family (layout without fill, tap and decap cells):
family | count (synthesis) | count (layout) | share of synthesized area
compound gates | 31 | 31 | 0.132
xor+xnor | 25 | 25 | 0.187
fa+ha+maj | 6 | 6 | 0.0584
buf+inv | 10 | 39 | 0.0302
flops | 14 | 14 | 0.218
latches | 16 | 16 | 0.187
mux | 2 | 2 | 0.0156
simple gates | 45 | 45 | 0.171
per-layer routing:
layer	global-route usage	vias up	wire length, um
met1	0.0600	467	1610
met2	0.0606	17	1340
met4	0.00504	0	27
met3	0.00597	2	157
met5	0	-	0
li1	-	554	-
registers in the layout, summed over array words and instances (netlist names):
name and cells:
data_ready 1, rx_ready 1, state 4, word_counter 3, rx_data 16, bit_counter 4, data_corrupted 1
cells in the mapped netlist:
master and count:
nand4_1 2, and2_1 1, nor2_1 11, nand3_1 2, a32oi_1 1, or3b_1 1, buf_2 1, nand2b_1 4
o31ai_2 1, or3_1 1, inv_1 3, nor3b_1 3, o31a_1 1, dfxtp_1 14, a21oi_1 22, xnor3_1 1
xnor2_1 19, nor2b_1 1, o21ai_0 6, ha_1 6, xor2_1 4, nand2_1 17, nor4b_1 2, clkbuf_1 6
dlxtn_1 16, xnor2_2 1, mux2i_1 2
layout by cell type (no fill, tap or decap), types with 4 or more instances in the layout:
cell type / instances
nand2_1: 17
nor2_1: 11
dfxtp_1: 14
xor2_1: 4
clkdlybuf4s50_1: 29
dlxtn_1: 16
o21ai_0: 6
nand2b_1: 4
xnor2_1: 19
clkbuf_8: 4
ha_1: 6
a21oi_1: 22
Power figures rest on the tool's default switching activity, not on a simulated workload.
